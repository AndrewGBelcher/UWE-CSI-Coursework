`flow/run.sh`:
```
#!/bin/bash
# OpenROAD 26Q1-2900-gdf79404cd8, Yosys 0.63+post, stock flow scripts
make -C /OpenROAD-flow-scripts/flow DESIGN_CONFIG=/design/flow/config.mk WORK_HOME=/design/flow/orfs finish
```
`flow/config.mk`:
```
export PLATFORM = sky130hd
export DESIGN_NAME = gcd_datapath
export DESIGN_NICKNAME = gcd_datapath
export VERILOG_FILES = /design/flow/design.v
export SDC_FILE = /design/flow/constraint.sdc
export NUM_CORES = 4
export LEC_CHECK = 1
export CORE_UTILIZATION = 30
```
`flow/constraint.sdc`:
```
current_design gcd_datapath

set clk_period 9.8
set clk_io_pct 0.2

create_clock -name clk0 -period $clk_period [get_ports {clk}]

set non_clock_inputs [all_inputs -no_clocks]
set_input_delay [expr $clk_period * $clk_io_pct] -clock clk0 $non_clock_inputs
set_output_delay [expr $clk_period * $clk_io_pct] -clock clk0 [all_outputs]
```
`flow/design.v`:
```
module alu(
	input [7:0]A,
	input [7:0]B,
	input [2:0]alu_in,
	output logic [7:0]dout
);
always@(alu_in, A,B)		   
	begin
		case(alu_in)
		   3'b000 : 
			begin
			dout = A;
			end
		   3'b001 : 
			begin 
			dout = A & B; 
			end
		   3'b010 : 
			begin 
			dout = A | B; 
			end
		   3'b011 : 
			begin 
			dout = ~A;
			end
		   3'b100 : 
			begin 
			dout = A + B;
			end
		   3'b101 : 
			begin 
			dout = A - B;
			end
		   3'b110 : 
			begin 
			dout = A + 1;
			end
		   3'b111 : 
			begin 
			dout = A - 1;
			end
		endcase
	end	   
endmodule
module d_mux_4_2bit(
	input a,
	input [1:0]sel,
	output logic w,
	output logic x,
	output logic y,
	output logic z
);
always@(a,sel)
	begin
		case(sel)
			2'b00 : begin
						w <= a;
						x <= 0;
						y <= 0;
						z <= 0;
					 end
			2'b01 : begin
						w <= 0;
						x <= a;
						y <= 0;
						z <= 0;
						end
			2'b10 : begin
						w <= 0;
						x <= 0;
						y <= a;
						z <= 0;
						end
			default : begin
						w <= 0;
						x <= 0;
						y <= 0;
						z <= a;
						end
		endcase
	end	
endmodule
module d_mux_4in_2sel_1out( 
	input [7:0]a,	
	input [7:0]b,
	input [7:0]c,
	input [7:0]d,
	input [1:0]sel,
	output logic [7:0]q
);
always@(a,b,c,d,sel)
	begin
		case(sel)
			2'b00 :  
				begin
					q <= a;
			   end
			2'b01 :  
				begin
					q <= b;
			   end
			2'b10 :  
				begin
					q <= c;
			   end
			default :  
				begin
					q <= d;
				end
		endcase				
	end							 
endmodule
module d_mux_4_8bit(
	input [7:0]a,
	input [1:0]sel,
	output logic [7:0]w,
	output logic [7:0]x,
	output logic [7:0]y,
	output logic [7:0]z
);
always@(a,sel)
	begin		
		case(sel)
			2'b00 : w <= a;				
			2'b01 : x <= a;
			2'b10 : y <= a;
			default : z <= a;
		endcase
	end		
endmodule
module datapath(
	input [7:0]din,
	input clk,
	input reset,
	input [15:0]cw,
	output logic [7:0]dout_check,
	output logic [7:0]dout
);
logic [7:0]alu_out;
logic [7:0]shift_out;
logic [7:0]rf_out_a;
logic [7:0]rf_out_b;
logic [7:0]in_mux_out;	
logic input_en;
logic [1:0]sh;
logic [2:0]alu_sel;
logic WE;
logic [2:0]WA;
logic RAE;
logic [1:0]RAA;
logic RBE;
logic [1:0]RBA;
logic output_en;
mux_8 mux_in(.a(din),.b(shift_out),.sel(input_en),.q(in_mux_out));	
rf register_file(.data_in(in_mux_out),
					.reset(reset), 
					.clk(clk), 
					.WE(WE),
					.WA(WA),
					.RAE(RAE),
					.RAA(RAA),
					.RBE(RBE),
					.RBA(RBA),
					.A(rf_out_a),
					.B(rf_out_b));
alu alu_ab(.A(rf_out_a), .B(rf_out_b), .alu_in(alu_sel), .dout(alu_out));
shifter shift(.din(alu_out), .sh_sel(sh), .dout(shift_out));
output_enabler output_enabler(.din(shift_out), .output_en(output_en), .dout(dout));
always@(shift_out)
begin
	dout_check = shift_out;
end
always@(cw)
begin
	input_en   <= cw[15];
	WE   <= cw[14];
	WA   <= cw[13:12];
	RAE  <= cw[11];
	RAA  <= cw[10:9];
	RBE  <= cw[8];
	RBA  <= cw[7:6];
	alu_sel = cw[5:3];
	sh  <= cw[2:1];
	output_en   <= cw[0];
end
endmodule
module gcd_datapath(input [7:0]data_in,
						  input clk,
						  input reset,
						  input [15:0]CW,
						  output zero_flag,
						  output [7:0]data_out
						  );
logic [7:0]dout_eval;
datapath core_datapath(.din(data_in), .clk(clk), .reset(reset), .cw(CW), .dout_check(dout_eval), .dout(data_out));
status_register status_reg(.din(dout_eval), .zero_flag(zero_flag));
endmodule
module mux_8(
	input [7:0]a,
	input [7:0]b, 
	input sel, 
	output [7:0]q
);
assign q[0] = (a[0] & (sel)) | (b[0] & ~sel);
assign q[1] = (a[1] & (sel)) | (b[1] & ~sel);
assign q[2] = (a[2] & (sel)) | (b[2] & ~sel);
assign q[3] = (a[3] & (sel)) | (b[3] & ~sel);
assign q[4] = (a[4] & (sel)) | (b[4] & ~sel);
assign q[5] = (a[5] & (sel)) | (b[5] & ~sel);
assign q[6] = (a[6] & (sel)) | (b[6] & ~sel);
assign q[7] = (a[7] & (sel)) | (b[7] & ~sel);
endmodule
module output_enabler(
	input [7:0]din,
	input output_en,
	output logic [7:0]dout
);
always@(output_en,din)
	begin
		if(output_en)
			begin
				dout <= din;
			end
		else
			begin
				dout <= 0;
			end
	end	
endmodule
module reg_8 (
		input clk,
		input reset,
		input load,
		input logic [7:0]d,
		output logic [7:0]q
	);
	always@(posedge clk or posedge reset)
	begin
	if(reset)begin
		q <= 0;
	end
	else if (load)begin
		q <= d;
	end	
	else
		begin	
		q <= q;
	end
	end
endmodule
module rf (
	input [7:0]data_in,
	input reset,
	input clk,	
	input WE,
	input [2:0]WA,
	input RAE,
	input [1:0]RAA,
	input RBE,
	input [1:0]RBA,
	output logic [7:0]A,
	output logic [7:0]B
);
logic [7:0]reg0_out;
logic [7:0]reg1_out;
logic [7:0]reg2_out;
logic [7:0]reg3_out;
logic reg0_we;
logic reg1_we;
logic reg2_we;
logic reg3_we;
d_mux_4_8bit dmux_data(.a(data_in), .sel(WA), .w(reg_0), .x(reg_1), .y(reg_2), .z(reg_3));
d_mux_4_2bit dmux_sel(.a(WE), .sel(WA), .w(reg0_we), .x(reg1_we), .y(reg2_we), .z(reg3_we));
reg_8 register_0(.clk(clk), .reset(reset), .load(reg0_we), .d(data_in), .q(reg0_out));
reg_8 register_1(.clk(clk), .reset(reset), .load(reg1_we), .d(data_in),.q(reg1_out));
reg_8 register_2(.clk(clk), .reset(reset), .load(reg2_we), .d(data_in),.q(reg2_out));
reg_8 register_3(.clk(clk), .reset(reset), .load(reg3_we), .d(data_in),.q(reg3_out));
d_mux_4in_2sel_1out dmux_a_out(.a(reg0_out),.b(reg1_out),.c(reg2_out),.d(reg3_out),.sel(RAA), .q(A));
d_mux_4in_2sel_1out dmux_b_out(.a(reg0_out),.b(reg1_out),.c(reg2_out),.d(reg3_out),.sel(RBA), .q(B));
endmodule
module shifter(
	input [7:0]din,
	input [1:0]sh_sel,
	output logic [7:0]dout
);
always@(sh_sel,din)
	begin
		case(sh_sel)
			2'b00 : dout <= din;
			2'b01 : dout <= din << 1;
			2'b10 : dout <= din >> 1;
			2'b11 :	dout <= {din[0], din[7:1]};
		endcase
	end	
endmodule
module status_register(
	input [7:0]din,
	output logic zero_flag,
	output logic neg_flag
);
always@(din)
begin
	if(din == 8'b00000000)
	begin
		zero_flag = 1;
		neg_flag = 0;
	end
	else if(din[7] == 1)
	begin
		neg_flag = 1;
		zero_flag = 0;
	end
	else
	begin
		neg_flag = 0;
		zero_flag = 0;
	end
end
endmodule
```
==> results.toml <==
# flow metrics
[yosys]
top_area_share_pct = 27.3
synth_cell_type_count = 55
ff_type = "dfrtp_1"
numSynthFlops = 32
top_cell = "nand2_1"
netlist_area_um2 = 2940
post_synth.cell_area_avg_um2 = 8.71
yosysTopAreaCell = "dfrtp_1"
seq_area_frac_synth_pct = 27.3
top_cells_by_count = "nand2_1 (52), dfrtp_1 (32), o21ai_0 (27)"
edf_count = 0
syn_inst = 337
yosys_area_um2 = 2940
top_cells_by_area = "dfrtp_1 (27%), mux4_2 (12%), nand2_1 (6.6%)"
ys_cells = 337
async_flop_share_pct = 100
yosys_warnings = 19

[routing]
final_antenna_net_count = 0
avgViaCountPerCell = 5.38
wire_per_inst_um = 15.7
finalWirelength_mm = 7.69
drc = 0
firstDrtPassIters = 4
antenna_cells = 0
vias = 2636
drtIter0Drc = 128

[layout]
syn2layout_area_growth_pct = 17.3
drive_above_1_share_pct = 8.59
n_fill_cell = 962
fin_util_pct = 36.8

[timing]
clock.fmax_mhz = 115
finalWorstSetupSlack_ns = 1.07
relSlewSlack_pct = 44.4
fin_skew_ns = 0.00272
min_period_over_period_pct = 89.1
tns_ns = 0
finalHoldViolations = 0
period_needed_ns = 8.73
grt_setup_unrepaired = "no"
setup_viol = 0
final-max-slew-violation-count = 0
worst_slew_pin_slew_ns = 0.813

[die]
initCoreUtil_pct = 31.3
fp.dieH_um = 101
fp.dieW_um = 101
fp-row-count = 35
chipArea_um2 = 10200
core-area_um2 = 9370
num_io_pins = 35

[worst_setup_path]
critPathKind = "input pin to primary output"
arrival_ns = 6.77
critPathLaunchType = "input pin"
crit_path_end_kind = "primary output"
cp_max_fo = 8
slowest_delay_ns = 0.81
crit_chain = "clkdlybuf4s50_1 > mux4_2 > inv_1 > ha_1 > o21ai_0 > ha_1 > nor2b_1 > o21a_1 > nor2_1 > xnor2_1 > o21ai_0 > a221oi_1 > or4_1 > nor4_2 > clkdlybuf4s50_1"
cp.required_ns = 7.84
critPathSlowestCell = "clkdlybuf4s50_1"

[placed_design]
dpl.hpwl_mm = 5.86
portBuffers = 32
pre_cts_ws_ns = 1.05
gp_congestion = 0.888

[flow_run]
drv_cap = 0
tool_warnings = 28

[power_and_ir_drop]
power_density_nw_per_um2 = 219
ir_drop_v = 0.000107
leakage_nw = 1.42
p_total_mw = 0.753

[grt]
grt_util_all_layers_pct = 16.5
grt_pass1_vias = 2437
grt_overflow = 0
grt_pass1_wl_mm = 12.6
antenna_found_initial = 0
grt_max_degree = 33

[clocking]
postCtsHoldBufs = 0
clock_latency_ns = 0.28
cts_setup_buffers = 0
cts_buffers = 5
cts_resized = 0
cts_sinks = 32
cts_buffer_depth = 2
cts_tree = "built"
clk_pin_slew_ns = 0.06
ctsHtreeMaxLevel = 2
root_buffer = "clkbuf_8"

[min_path]
min_path_type = "flop to flop"

[outcome]
status = "complete, no violations"
[cell families (layout without fill, tap and decap cells)]
kind of cell / Yosys count / count (layout) / synth area share [%]
AND/OR/NAND/NOR: 118 / 118 / 20.4
AND-OR/OR-AND: 101 / 101 / 22.8
buffers and inverters: 36 / 60 / 4.98
flip-flops: 32 / 32 / 27.3
multiplexers: 31 / 31 / 17.4
adder cells (fa/ha/maj): 10 / 10 / 4.52
XOR/XNOR: 9 / 9 / 2.68
[worst max-delay path: cells and delay by family]
family / cells / cell delay [ns]
XOR/XNOR: 1 / 0.08
buffers and inverters: 3 / 1.42
AND-OR/OR-AND: 4 / 1.15
adder cells (fa/ha/maj): 2 / 0.53
AND/OR/NAND/NOR: 4 / 0.98
multiplexers: 1 / 0.64
[placed cells by master (no fill, tap or decap), drive strengths merged, types with 6 or more instances in the layout]
cell | Yosys | routed
a21oi | 16 | 16
a22oi | 6 | 6
and2 | 8 | 8
clkbuf | 13 | 8
clkdlybuf4s50 | 0 | 32
dfrtp | 32 | 32
ha | 9 | 9
inv | 17 | 17
mux2i | 15 | 15
mux4 | 16 | 16
nand2 | 52 | 52
nand3 | 6 | 6
nor2 | 14 | 14
nor2b | 8 | 8
nor3 | 7 | 7
o21ai | 28 | 28
o31ai | 16 | 16
xnor2 | 8 | 8
[through the flow]
| step | instance area (um^2) | instances | hold slack [ns] |
|---|---|---|---|
| floorplan | 2940 | 337 | 0.460 |
| global placement | 3350 | 482 | 0.473 |
| detailed placement | 3350 | 482 | 0.489 |
| CTS | 3440 | 490 | 0.503 |
| global route | 3440 | 490 | 0.525 |
| finish | 3440 | 490 | 0.495 |
[final cells by class]
type	instances	area, um^2	area share, %
Sequential cell	32	801	23.2
Tap cell	129	161	4.69
Multi-Input combinational cell	269	1990	57.8
Inverter	18	67.6	1.96
Clock buffer	8	90.1	2.62
Timing Repair Buffer	34	335	9.73
[final timing paths]
| path | from | end | slack [ns] | depth (start not counted) |
|---|---|---|---|---|
| setup / recovery | CW[6] | zero_flag | 1.07 | 15 |
| hold / removal | core_datapath.register_file.register_0.q[2]$_DFFE_PP0P_ | core_datapath.register_file.register_0.q[2]$_DFFE_PP0P_ | 0.49 | 2 |
| setup reg to reg | core_datapath.register_file.register_3.q[2]$_DFFE_PP0P_ | core_datapath.register_file.register_1.q[7]$_DFFE_PP0P_ | 5.69 | 13 |
| hold reg to reg | core_datapath.register_file.register_0.q[2]$_DFFE_PP0P_ | core_datapath.register_file.register_0.q[2]$_DFFE_PP0P_ | 0.49 | 2 |
| max in group asynchronous | reset | core_datapath.register_file.register_0.q[6]$_DFFE_PP0P_ | 7.46 | 3 |
| min in group asynchronous | reset | core_datapath.register_file.register_2.q[4]$_DFFE_PP0P_ | 2.06 | 3 |
[where the power goes]
part / leakage [nW] / internal, mW / switching (mW)
registers: 0.396 / 0.168 / 0.0266
logic: 0.983 / 0.205 / 0.250
clock network: 0.0455 / 0.0572 / 0.0451
[routing by layer]
metal,global-route usage [%],up-vias,part of all wire (%)
met2,24.9,76,46
met3,3.67,5,6.4
met4,1.34,0,0.62
met5,0,-,0
li1,-,1318,-
met1,25.9,1237,47
[state kept, by name, summed over array words and instances (netlist names)]
name and count:
core_datapath.register_file.register_0.q 8, core_datapath.register_file.register_1.q 8, core_datapath.register_file.register_2.q 8, core_datapath.register_file.register_3.q 8
Power is estimated from default activity; no workload was simulated.
