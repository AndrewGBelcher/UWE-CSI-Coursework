## ./config.mk

```make
export PLATFORM = sky130hd
export DESIGN_NAME = cw1
export DESIGN_NICKNAME = cw1
export VERILOG_FILES = /design/flow/design.v
export SDC_FILE = /design/flow/constraint.sdc
export NUM_CORES = 4
export LEC_CHECK = 1
export CORE_UTILIZATION = 30
```

## ./constraint.sdc

```tcl
current_design cw1

set clk_period 7.5
set clk_io_pct 0.2

create_clock -name clk0 -period $clk_period [get_ports {clk}]

set non_clock_inputs [all_inputs -no_clocks]
set_input_delay [expr $clk_period * $clk_io_pct] -clock clk0 $non_clock_inputs
set_output_delay [expr $clk_period * $clk_io_pct] -clock clk0 [all_outputs]
```

## ./design.v

```verilog
module Rom(
	input [3:0]address,
	output logic [23:0]q
);
reg [23:0][7:0]ROM;
always@(address)
begin
	case(address)
		4'b0000: q = 24'b001__0001__0_0_00_0_00_0_00_000_00_0__0;  
		4'b0001: q = 24'b000__0010__1_1_00_0_00_0_00_000_00_0__0;  
		4'b0010: q = 24'b000__0011__1_1_01_0_00_0_00_000_00_0__0;  
		4'b0011: q = 24'b010__0101__0_1_10_1_00_1_01_101_00_0__0;  
		4'b0100: q = 24'b001__0000__0_0_00_1_00_0_00_000_00_1__1;  
		4'b0101: q = 24'b101__0111__0_0_00_1_10_0_00_000_00_0__0;  
		4'b0110: q = 24'b100__0011__0_1_00_1_10_0_00_000_00_0__0;  
		4'b0111: q = 24'b000__1000__0_1_11_1_00_0_00_000_00_0__0;  
		4'b1000: q = 24'b000__1001__0_1_00_1_01_0_00_000_00_0__0;  
		4'b1001: q = 24'b100__0011__0_1_01_1_11_0_00_000_00_0__0;  
	endcase
end
endmodule
module alu(
	input [7:0]A,
	input [7:0]B,
	input [2:0]alu_in,
	output logic [7:0]dout
);
always@(alu_in, A,B)		   
	begin
		case(alu_in)
		   3'b000 : 
			begin
			dout = A;
			end
		   3'b001 : 
			begin 
			dout = A & B; 
			end
		   3'b010 : 
			begin 
			dout = A | B; 
			end
		   3'b011 : 
			begin 
			dout = ~A;
			end
		   3'b100 : 
			begin 
			dout = A + B;
			end
		   3'b101 : 
			begin 
			dout = A - B;
			end
		   3'b110 : 
			begin 
			dout = A + 1;
			end
		   3'b111 : 
			begin 
			dout = A - 1;
			end
		endcase
	end	   
endmodule
module controller(
	input clk,
	input logic reset,
	input logic start,
	input logic zero_flag,
	input logic neg_flag,
	output [15:0]cw,
	output done
);
logic [2:0]bi;
logic [3:0]state_sel;
logic [3:0]pc;
logic [3:0]bt;
logic [3:0]prog_state;
logic [23:0]rom_word;
state_controller state_ctr(.start(start), .zero_flag(zero_flag), .neg_flag(neg_flag), .branch_instruction(bi), .sel(state_sel));
program_counter_mux pc_mux(.pc(pc), .branch_target(bt), .sel(state_sel), .state(prog_state));
Rom rom(.address(pc),.q(rom_word));
assign cw = rom_word[16:1];
assign done = rom_word[0];
assign bi = rom_word[23:21];
assign bt = rom_word[20:17];
always@(posedge clk or posedge reset)
begin
	if(reset)
	begin
		pc <= 0;
	end
	else
	begin
		pc <= prog_state;
	end
end
endmodule
module cw1(
	input clk,
	input logic reset,
	input logic start,
	input [7:0]data_in,
	output [7:0]data_out,
	output done
);
logic [15:0]cw;
logic zero_flag;
logic neg_flag;
controller control(.clk(clk), .reset(reset), .start(start), .zero_flag(zero_flag), .neg_flag(neg_flag), .cw(cw), .done(done)); 
full_datapath datapath(.data_in(data_in), .clk(clk), .reset(reset), .CW(cw), .zero_flag(zero_flag), .neg_flag(neg_flag), .data_out(data_out));
endmodule
module d_mux_4_2bit(
	input a,
	input [1:0]sel,
	output logic w,
	output logic x,
	output logic y,
	output logic z
);
always@(a,sel)
	begin
		case(sel)
			2'b00 : begin
						w <= a;
						x <= 0;
						y <= 0;
						z <= 0;
					 end
			2'b01 : begin
						w <= 0;
						x <= a;
						y <= 0;
						z <= 0;
						end
			2'b10 : begin
						w <= 0;
						x <= 0;
						y <= a;
						z <= 0;
						end
			default : begin
						w <= 0;
						x <= 0;
						y <= 0;
						z <= a;
						end
		endcase
	end	
endmodule
module d_mux_4in_2sel_1out( 
	input [7:0]a,	
	input [7:0]b,
	input [7:0]c,
	input [7:0]d,
	input [1:0]sel,
	output logic [7:0]q
);
always@(a,b,c,d,sel)
	begin
		case(sel)
			2'b00 :  
				begin
					q <= a;
			   end
			2'b01 :  
				begin
					q <= b;
			   end
			2'b10 :  
				begin
					q <= c;
			   end
			default :  
				begin
					q <= d;
				end
		endcase				
	end							 
endmodule
module d_mux_4_8bit(
	input [7:0]a,
	input [1:0]sel,
	output logic [7:0]w,
	output logic [7:0]x,
	output logic [7:0]y,
	output logic [7:0]z
);
always@(a,sel)
	begin		
		case(sel)
			2'b00 : w <= a;				
			2'b01 : x <= a;
			2'b10 : y <= a;
			default : z <= a;
		endcase
	end		
endmodule
module datapath(
	input [7:0]din,
	input clk,
	input reset,
	input [15:0]cw,
	output logic [7:0]dout_check,
	output logic [7:0]dout
);
logic [7:0]alu_out;
logic [7:0]shift_out;
logic [7:0]rf_out_a;
logic [7:0]rf_out_b;
logic [7:0]in_mux_out;	
logic input_en;
logic [1:0]sh;
logic [2:0]alu_sel;
logic WE;
logic [2:0]WA;
logic RAE;
logic [1:0]RAA;
logic RBE;
logic [1:0]RBA;
logic output_en;
mux_8 mux_in(.a(din),.b(shift_out),.sel(input_en),.q(in_mux_out));	
rf register_file(.data_in(in_mux_out),
					.reset(reset), 
					.clk(clk), 
					.WE(WE),
					.WA(WA),
					.RAE(RAE),
					.RAA(RAA),
					.RBE(RBE),
					.RBA(RBA),
					.A(rf_out_a),
					.B(rf_out_b));
alu alu_ab(.A(rf_out_a), .B(rf_out_b), .alu_in(alu_sel), .dout(alu_out));
shifter shift(.din(alu_out), .sh_sel(sh), .dout(shift_out));
output_enabler output_enabler(.din(shift_out), .output_en(output_en), .dout(dout));
always@(shift_out)
begin
	dout_check = shift_out;
end
always@(cw)
begin
	input_en   <= cw[15];
	WE   <= cw[14];
	WA   <= cw[13:12];
	RAE  <= cw[11];
	RAA  <= cw[10:9];
	RBE  <= cw[8];
	RBA  <= cw[7:6];
	alu_sel = cw[5:3];
	sh  <= cw[2:1];
	output_en   <= cw[0];
end
endmodule
module full_datapath(
	input [7:0]data_in,
	input clk,
	input reset,
	input [15:0]CW,
	output zero_flag,
	output neg_flag,
	output [7:0]data_out
);
logic [7:0]dout_eval;
datapath core_datapath(.din(data_in), .clk(clk), .reset(reset), .cw(CW), .dout_check(dout_eval), .dout(data_out));
status_register status_reg(.din(dout_eval), .zero_flag(zero_flag), .neg_flag(neg_flag));
endmodule
module mux_8(
	input [7:0]a,
	input [7:0]b, 
	input sel, 
	output [7:0]q
);
assign q[0] = (a[0] & (sel)) | (b[0] & ~sel);
assign q[1] = (a[1] & (sel)) | (b[1] & ~sel);
assign q[2] = (a[2] & (sel)) | (b[2] & ~sel);
assign q[3] = (a[3] & (sel)) | (b[3] & ~sel);
assign q[4] = (a[4] & (sel)) | (b[4] & ~sel);
assign q[5] = (a[5] & (sel)) | (b[5] & ~sel);
assign q[6] = (a[6] & (sel)) | (b[6] & ~sel);
assign q[7] = (a[7] & (sel)) | (b[7] & ~sel);
endmodule
module output_enabler(
	input [7:0]din,
	input output_en,
	output logic [7:0]dout
);
always@(output_en,din)
	begin
		if(output_en)
			begin
				dout <= din;
			end
		else
			begin
				dout <= 0;
			end
	end	
endmodule
module program_counter_mux(
			input [3:0]pc,
			input [3:0]branch_target,
			input [3:0]sel,
			output logic [3:0]state
);
always@(pc,branch_target,sel)
begin
	case(sel)
		4'b0000: state = pc + 1;
		4'b0001: state = pc; 
		4'b0010: state = branch_target; 
		default: state = 0;
	endcase
end
endmodule
module reg_8 (
		input clk,
		input reset,
		input load,
		input logic [7:0]d,
		output logic [7:0]q
	);
	always@(posedge clk or posedge reset)
	begin
	if(reset)begin
		q <= 0;
	end
	else if (load)begin
		q <= d;
	end	
	else
		begin	
		q <= q;
	end
	end
endmodule
module rf (
	input [7:0]data_in,
	input reset,
	input clk,	
	input WE,
	input [2:0]WA,
	input RAE,
	input [1:0]RAA,
	input RBE,
	input [1:0]RBA,
	output logic [7:0]A,
	output logic [7:0]B
);
logic [7:0]reg0_out;
logic [7:0]reg1_out;
logic [7:0]reg2_out;
logic [7:0]reg3_out;
logic reg0_we;
logic reg1_we;
logic reg2_we;
logic reg3_we;
d_mux_4_8bit dmux_data(.a(data_in), .sel(WA), .w(reg_0), .x(reg_1), .y(reg_2), .z(reg_3));
d_mux_4_2bit dmux_sel(.a(WE), .sel(WA), .w(reg0_we), .x(reg1_we), .y(reg2_we), .z(reg3_we));
reg_8 register_0(.clk(clk), .reset(reset), .load(reg0_we), .d(data_in), .q(reg0_out));
reg_8 register_1(.clk(clk), .reset(reset), .load(reg1_we), .d(data_in),.q(reg1_out));
reg_8 register_2(.clk(clk), .reset(reset), .load(reg2_we), .d(data_in),.q(reg2_out));
reg_8 register_3(.clk(clk), .reset(reset), .load(reg3_we), .d(data_in),.q(reg3_out));
d_mux_4in_2sel_1out dmux_a_out(.a(reg0_out),.b(reg1_out),.c(reg2_out),.d(reg3_out),.sel(RAA), .q(A));
d_mux_4in_2sel_1out dmux_b_out(.a(reg0_out),.b(reg1_out),.c(reg2_out),.d(reg3_out),.sel(RBA), .q(B));
endmodule
module shifter(
	input [7:0]din,
	input [1:0]sh_sel,
	output logic [7:0]dout
);
always@(sh_sel,din)
	begin
		case(sh_sel)
			2'b00 : dout <= din;
			2'b01 : dout <= din << 1;
			2'b10 : dout <= din >> 1;
			2'b11 :	dout <= {din[0], din[7:1]};
		endcase
	end	
endmodule
module state_controller(
	input start,
	input zero_flag,
	input neg_flag,
	input logic [2:0]branch_instruction,
	output logic [3:0]sel
);
always_comb
begin
	if(~start && branch_instruction == 3'b001)
		sel = 1;  
	else if(~zero_flag && branch_instruction == 3'b010)
		sel = 2;  
	else if(branch_instruction == 3'b011)
		sel = 3;  
	else if(branch_instruction == 3'b100)
		sel = 2;  
	else if(neg_flag && branch_instruction == 3'b101)
		sel = 2;  
	else
		sel = 0;  
end
endmodule
module status_register(
	input [7:0]din,
	output logic zero_flag,
	output logic neg_flag
);
always@(din)
begin
	if(din == 8'b00000000)
	begin
		zero_flag = 1;
		neg_flag = 0;
	end
	else if(din[7] == 1)
	begin
		neg_flag = 1;
		zero_flag = 0;
	end
	else
	begin
		neg_flag = 0;
		zero_flag = 0;
	end
end
endmodule
```

## ./run.sh

```bash
#!/bin/bash
# OpenROAD 26Q1-2900-gdf79404cd8, Yosys 0.63+post, stock flow scripts
make -C /OpenROAD-flow-scripts/flow DESIGN_CONFIG=/design/flow/config.mk WORK_HOME=/design/flow/orfs finish
```

==> commit_impl_results.txt <==
Update PnR metrics after Yosys + OpenROAD run

- Result of the run: finished, final reports clean
- Count of hold-fix buffers inserted at cts: 0
* Wire length of the first global-routing pass: between 10000 and 15000 µm
- The first routing iteration left between 150 and 200 violations.
- Commonest cells post-synth: nand2_1 (58), o21ai_0 (42), dfrtp_1 (36)
- Slew at the pin closest to its max-slew limit: approximately 0.8 ns
* Iteration count of the initial detailed-routing pass: 4
* CP arrival: ~3.9 ns
* Top post-synthesis cells by area: dfrtp_1 (30%), nand2_1 (7.3%), o21ai_0 (7.1%)
- The via count of the first global-routing pass is between 2000 and 2500.
- Met3 routed wirelength: 389 µm
- Each instance of the synthesized netlist takes up on average about 8.6 µm².
* I/O Pins: 20
- The chip occupies ~0.010 mm².
- Final setup vio count: 0
- The warning tally printed by Yosys for this design is 23.
- CTS max path bufs: 2
* Unique cell type count in the Yosys netlist: around 54
- Total Neg Setup Slack: 0 ns
* Relative area change from synthesis to final layout: 14.3%
* Die span in x: approximately 100 µm
* TritonCTS Buffers: 5
- Flip-flops with a built-in enable: 0
- Highest routed layer: met4
- Counting every instance in the synthesized netlist gives between 300 and 400.
* Most frequently used flop master after synthesis: dfrtp_1
- The number of cells reported by Yosys stat comes to approximately 350.
- Of the available clock period, the critical path in the final layout requires 0.724.
- Num rows: 35
- Filler-free cell count of the finished design: between 400 and 500
- Final Skew: between 0.005 and 0.006 ns
* Routed via count: ~2400
- Hold violation total from the final report: 0
* Placeable core area: approximately 0.0094 mm²
- Detail Route met2 WL: just over 3000 µm
- Post-placement cell count: slightly below 500
- The worst setup path is launched from a register.
- CTS Root Buffer Type: clkbuf_8
- Number of vias per cell after detailed routing: 5.01
* Ratio of cells with drive above 1 in the final layout: 0.0750
- Number of antenna violations at the first check in global routing: 0
- The H-tree was split into 2 levels.
- Final antenna-violating net count: 0
- The share of the core area taken by cells at floorplan is 0.315.
* Number of register pins that no clock reaches: 13
- HPWL reported at the end of detailed placement: around 5200 µm
- RePlAce Congestion: approximately 0.90
* Share of synthesized registers carrying an async set or reset: 0.735
- Area reported by Yosys stat: between 0.002 and 0.003 mm²
- The area fraction of the largest cell type after synthesis is 0.303.
* Type of the setup path with the least slack: reg -> out
* Number of DRC violations after detailed routing: 0
- Sorting the synthesis cell report by count puts at the top nand2_1.
- Count of state elements after synthesis: just under 50
- Data on the critical path is required at its endpoint by about 6.0 ns.
- The worst setup path is captured at an output pin.
- After clock tree synthesis, the clock-pin slew on the worst setup and hold paths is 0.08 ns.
* Time the worst path needs with I/O delays and setup: between 5 and 6 ns
- Per the slew report, the remaining headroom to the max-slew limit stands at 0.465.
- Max-cap violations: 0
- Worst hold path class: reg -> reg
* Setup fix buffers added after clock tree synthesis: 0
- Overall fraction of global-route tracks in use: 0.150
* Maximum fanout count along the critical path: 8
- After detailed routing, the average wire length per cell comes to ~14 µm.
* Fmax achieved: 184 MHz
- Largest area contributor in the synthesized netlist: dfrtp_1
- Global route total overflow: 0
- TritonCTS built the clock tree.
- Quantity of gates resized following cts: 0
- 14 endpoints have no timing constraint.
- Ant. Diodes: 0
* Count of pins over their slew limit: 0
- In this run the cell area of the synthesized design comes to between 0.002 and 0.003 mm².
* Wire length reported by the detailed router: between 6000 and 7000 µm
- Met1 Routed Length: between 3000 and 4000 µm
- The buffer_ports step reported a buffer count of 19.
* Clock latency on the worst-skew pair: 0.29 ns
* Unrepaired setup endpoints after global routing: false
- Maximum number of pins on one net before global-route repair: 37
- The number of warnings reported in the stage logs is 28.
- Die Y-Extent: just over 100 µm
-- per-layer routing --
metal / GRT usage / vias to the layer above
li1: - / 1252
met1: 0.233 / 1142
met2: 0.227 / 51
met3: 0.0371 / 4
met4: 0.0134 / 0
met5: 0 / -
-- state kept, by name, indices dropped and copies added (netlist names) --
name / cells
datapath.core_datapath.register_file.register_3.q: 8
datapath.core_datapath.register_file.register_2.q: 8
control.rom.q: 13
datapath.core_datapath.register_file.register_1.q: 8
control.pc: 4
datapath.core_datapath.register_file.register_0.q: 8
-- placed cells by master (no fill, tap or decap), types with 2 or more instances in the layout --
cell,n
a211oi_1,2
a21o_1,2
a21oi_1,12
a311oi_1,2
a31oi_1,2
and2_1,9
buf_4,3
clkbuf_8,5
clkdlybuf4s50_1,19
dfrtp_1,36
dlxtn_1,13
ha_1,11
inv_1,11
mux2_2,4
mux2i_1,16
mux4_2,6
nand2_1,58
nand2b_1,6
nand3_1,7
nand3b_1,2
nand4_1,2
nor2_1,25
nor2b_1,9
nor3_1,7
o21a_1,2
o21ai_0,42
o22ai_1,2
o311ai_0,2
o31ai_1,5
o32ai_1,2
xnor2_1,7
xor2_1,4
-- path summary, 6_finish.rpt --
path	start	endpoint	slack, ns	depth (start not counted)
max	register	data_out[6]	2.07	15
min	register	register	0.48	2
max reg2reg	register	control.pc[1]	3.30	12
min reg2reg	register	register	0.48	2
max in group asynchronous	reset	control.pc[1]	5.55	3
min in group asynchronous	reset	async pin	1.61	3
-- through the flow --
stage	cell area, µm²	utilization	setup WS (ns)	hold slack (ns)
after floorplan	2970	-	3.16	0.441
after global placement	3280	0.348	2.54	0.454
after detailed placement	3280	0.348	2.41	0.467
after CTS	3390	0.361	2.05	0.486
after global routing	3390	0.361	1.72	0.518
final	3390	0.361	2.07	0.484
-- kinds of logic (layout without fill, tap and decap cells) --
family | count (synthesis) | count (layout) | share of synthesized area
latches | 13 | 13 | 0.0657
compound gates | 83 | 83 | 0.171
xor+xnor | 11 | 11 | 0.0324
fa+ha+maj | 12 | 12 | 0.0531
mux | 26 | 26 | 0.115
simple gates | 137 | 137 | 0.223
flops | 36 | 36 | 0.303
buf+inv | 27 | 42 | 0.0367
-- critical path: stages (launching register included) --
cell and delay, ns:
dfrtp_1 0.46, mux2i_1 0.37, ha_1 0.25, nand2_1 0.09, nor3_1 0.19, xor2_1 0.09
nor2_1 0.09, a21oi_1 0.05, ha_1 0.38, inv_1 0.09, or4b_2 0.65, o311ai_0 0.16
nand2_1 0.11, nand2_1 0.09, and2_1 0.12, clkdlybuf4s50_1 0.45
-- area by class of cell --
type	count	area, µm²
flip-flops and latches	49	1100
well taps	129	161
multi-input cells	269	1760
clock buffers	5	68.8
fillers	913	6020
clock inverters	3	46.3
repair buffers	22	213
inverters	12	45.0
