$ cat design/flow/design.v
module reg16(
	input clk,
	input reset,
	input WE,
	input logic [15:0]data_in,
	output[15:0]data_out
);
reg [15:0]data;
always@(negedge clk or posedge reset)
begin
	if(reset)
	begin
		data <= 0;
	end
	else if (WE)
	begin
		data <= data_in;
	end	
end
assign data_out = data;
endmodule
module reg8(
	input clk,
	input reset,
	input WE,
	input logic [7:0]data_in,
	output [7:0]data_out
);
reg [7:0]data;
always@(negedge clk or posedge reset)
begin
	if(reset)
	begin
		data <= 0;
	end
	else if (WE)
	begin
		data <= data_in;
	end	
end
assign data_out = data;
endmodule
module z80_regfile(
	input clk,
	input reset,
	input read,
	input [7:0]data_bus,
	output logic[15:0]addr_bus,
	input [15:0]WE,
	input [3:0]RE,
	output [7:0]regfile_data_out,
	input [7:0]alu_ld_r,
	input [3:0]alu_re_r,
	inout logic[7:0]alu_R,
	inout logic [7:0]alu_F
	);
reg [7:0]regfile_out = 0;
reg [7:0]alu_RE_reg = 0;
wire[7:0]reg_W_out;
wire[7:0]reg_Z_out;
wire[7:0]reg_A_out;
wire[7:0]reg_F_out;
wire[7:0]reg_B_out;
wire[7:0]reg_C_out;
wire[7:0]reg_D_out;
wire[7:0]reg_E_out;
wire[7:0]reg_L_out;
wire[15:0]reg_IX_out;
wire[15:0]reg_IY_out;
wire[15:0]reg_SP_out;
logic[15:0]reg_PC_out;
logic [7:0]A_in;
logic [7:0]F_in;
logic [7:0]B_in;
logic [7:0]C_in;
logic [7:0]D_in;
logic [7:0]E_in;
logic [7:0]H_in;
logic [7:0]L_in;
logic [15:0]PC_in=0;
wire A_WE;
wire F_WE;
wire B_WE;
wire C_WE;
wire D_WE;
wire E_WE;
wire H_WE;
wire L_WE;
reg8 reg_A(.clk(clk), .reset(reset), .WE(A_WE), .data_in(A_in), .data_out(reg_A_out));
reg8 reg_F(.clk(clk), .reset(reset), .WE(F_WE), .data_in(F_in), .data_out(reg_F_out));
reg8 reg_B(.clk(clk), .reset(reset), .WE(B_WE), .data_in(B_in), .data_out(reg_B_out));
reg8 reg_C(.clk(clk), .reset(reset), .WE(C_WE), .data_in(C_in), .data_out(reg_C_out));
reg8 reg_D(.clk(clk), .reset(reset), .WE(D_WE), .data_in(D_in), .data_out(reg_D_out));
reg8 reg_E(.clk(clk), .reset(reset), .WE(E_WE), .data_in(E_in), .data_out(reg_E_out));
reg8 reg_H(.clk(clk), .reset(reset), .WE(H_WE), .data_in(H_in), .data_out(reg_H_out));
reg8 reg_L(.clk(clk), .reset(reset), .WE(L_WE), .data_in(L_in), .data_out(reg_L_out));
reg16 reg_IX(.clk(clk), .reset(reset), .WE(WE[10]), .data_in(data_bus), .data_out(reg_IX_out));
reg16 reg_IY(.clk(clk), .reset(reset), .WE(WE[11]), .data_in(data_bus), .data_out(reg_IY_out));
reg16 reg_SP(.clk(clk), .reset(reset), .WE(WE[12]), .data_in(data_bus), .data_out(reg_SP_out));
reg16 reg_PC(.clk(clk), .reset(reset), .WE(1), .data_in(PC_in), .data_out(reg_PC_out));
always@(read,RE, clk)
begin
	if(read==1)
	begin
		case(RE)
			0: regfile_out <= reg_A_out;
			1: regfile_out <= reg_F_out;
			2: regfile_out <= reg_B_out;
			3: regfile_out <= reg_C_out;
			4: regfile_out <= reg_D_out;
			5: regfile_out <= reg_E_out;
			6: regfile_out <= reg_H_out;
			7: regfile_out <= reg_L_out;
			default: regfile_out <= 0;
		endcase
	end
	else
	begin
		regfile_out <= 0;
	end
end
always@(alu_re_r, clk)
begin
		case(alu_re_r)
			1: alu_RE_reg <= reg_F_out;
			2: alu_RE_reg <= reg_B_out;
			3: alu_RE_reg <= reg_C_out;
			4: alu_RE_reg <= reg_D_out;
			5: alu_RE_reg <= reg_E_out;
			6: alu_RE_reg <= reg_H_out;
			7: alu_RE_reg <= reg_L_out;
			default: alu_RE_reg <= reg_A_out;
		endcase
end
always@(posedge clk)
begin
	PC_in <= reg_PC_out + 1;
end
assign addr_bus = reg_PC_out;
assign A_in = alu_ld_r[0] ? alu_R : data_bus;
assign F_in = alu_ld_r[7] ? alu_F : data_bus;
assign B_in = alu_ld_r[1] ? alu_R : data_bus;
assign C_in = alu_ld_r[2] ? alu_R : data_bus;
assign D_in = alu_ld_r[3] ? alu_R : data_bus;
assign E_in = alu_ld_r[4] ? alu_R : data_bus;
assign H_in = alu_ld_r[5] ? alu_R : data_bus;
assign L_in = alu_ld_r[6] ? alu_R : data_bus;
assign alu_R = alu_ld_r ? 'z : alu_RE_reg;
assign alu_F = alu_ld_r ? 'z : reg_F_out; 
assign regfile_data_out = regfile_out;
assign A_WE = alu_ld_r[0] ? 1 : WE[2];
assign F_WE = alu_ld_r[7] ? 1 : WE[3];
assign B_WE = alu_ld_r[1] ? 1 : WE[4];
assign C_WE = alu_ld_r[2] ? 1 : WE[5];
assign D_WE = alu_ld_r[3] ? 1 : WE[6];
assign E_WE = alu_ld_r[4] ? 1 : WE[7];
assign H_WE = alu_ld_r[5] ? 1 : WE[8];
assign L_WE = alu_ld_r[6] ? 1 : WE[9];
endmodule
$ cat design/flow/run.sh
#!/bin/bash
# OpenROAD 26Q1-2900-gdf79404cd8, Yosys 0.63+post, stock flow scripts
make -C /OpenROAD-flow-scripts/flow DESIGN_CONFIG=/design/flow/config.mk WORK_HOME=/design/flow/orfs finish
$ cat design/flow/config.mk
export PLATFORM = sky130hd
export DESIGN_NAME = z80_regfile
export DESIGN_NICKNAME = z80_regfile
export VERILOG_FILES = /design/flow/design.v
export SDC_FILE = /design/flow/constraint.sdc
export NUM_CORES = 4
export LEC_CHECK = 1
export CORE_UTILIZATION = 30
$ cat design/flow/constraint.sdc
current_design z80_regfile

set clk_period 2.6
set clk_io_pct 0.2

create_clock -name clk0 -period $clk_period [get_ports {clk}]

set non_clock_inputs [all_inputs -no_clocks]
set_input_delay [expr $clk_period * $clk_io_pct] -clock clk0 $non_clock_inputs
set_output_delay [expr $clk_period * $clk_io_pct] -clock clk0 [all_outputs]
==> flow_summary_export.csv <==
group,metric,value,unit
outcome,haltStage,"4_1_cts",
outcome,firstError,"[error] [KeplerFormal.cpp:679] Workflow failed: Iso has multiple drivers: .alu_F4, alu_F[4]$_DFFE_NP0P_.Q0",
yosys,synth_warnings,11,
placement,io_buffers,58,
cts,cts_max_level,3,
yosys,synth-simple-area-share,18.07,%
yosys,edf_count,0,
floorplan,die_x,130.1,µm
yosys,synthMuxAreaShare,5.516,%
placement,dp_hpwl,11230,µm
yosys,ys_cells,490,
yosys,ys_sh_aoi,25.52,%
floorplan,row_count,46,
yosys,postSynthSeqShare,43.62,%
placement,finalWeightedCongestion,0.9368,
yosys,yosys.area_share.xor_xnor,2.491,%
yosys,syn_inst,490,
yosys,synth_area_per_cell,10.05,µm²
yosys,fa_ha_area_share,0.2542,%
yosys,flop_cell,"dfrtn_1",
cts,holdBufCountCts,0,
yosys,yosys_area,4922,µm²
outcome,outcome,"aborted with a tool error",
yosys,async_flop_share,82.02,%
cts,cts_made_buffers,9,
cts,cts_sinks,89,
floorplan,fp_util,30.87,%
cts,root_buffer,"clkbuf_16",
yosys,synth_area,4922,µm²
yosys,ys_ff,89,
yosys,ys_types,60,
yosys,topCombFamilyByArea,"AND-OR/OR-AND gates",
cts,cts.repair.resized,184,
floorplan,die_y,130.1,µm
cts,cts_buffer_depth,2,
cts,post_cts_buffers,48,
floorplan,io_pins,83,
synth_stat cells, types with 8 or more instances:
master / instances / share of area [%]
dfrtn_1: 73 / 37
a21oi_1: 62 / 6.3
nor2b_1: 46 / 5.8
a211oi_1: 44 / 6.7
nand2_1: 20 / 1.5
clkbuf_1: 19 / 1.4
inv_1: 19 / 1.4
nand3b_1: 19 / 2.9
mux2_2: 17 / 3.9
dfxtp_1: 16 / 6.5
xnor2_1: 11 / 2.0
mux2i_1: 8 / 1.6
nor2_1: 8 / 0.61
logic make-up after synthesis:
kind of cell / after synthesis
AND/OR/NAND/NOR: 143
multiplexers: 25
AND-OR/OR-AND: 167
flip-flops: 89
XOR/XNOR: 14
adder cells (fa/ha/maj): 1
buffers and inverters: 51
through the flow:
step | utilization [%] | setup WS [ns] | TNS (ns) | instance area, µm² | std cells
global placement | 42.90 | -1.006 | -64.91 | 6839 | 858
floorplan | - | -0.3257 | -16.50 | 5021 | 490
detailed placement | 42.90 | -1.045 | -65.91 | 6839 | 858
